<file path="design/flow/run.sh">
#!/bin/bash
# OpenROAD 26Q1-2900-gdf79404cd8, Yosys 0.63+post, stock flow scripts
make -C /OpenROAD-flow-scripts/flow DESIGN_CONFIG=/design/flow/config.mk WORK_HOME=/design/flow/orfs finish
</file>
<file path="design/flow/design.v">
`timescale 1ns / 1ps
module execution (
    input   [32-1:0]     pc,
    input                       branch_jump,
    input                       alu_src,     
    input   [4-1:0]  alu_op,
    input   [32-1:0]   imm,
    input   [32-1:0]   reg_rdata1,
    input   [32-1:0]   reg_rdata2,
    input   [5-1:0]  rs1,
    input   [5-1:0]  rs2,
    input                       exmem_reg_write,
    input                       memwb_reg_write,
    input   [5-1:0]  exmem_reg_rd,
    input   [5-1:0]  memwb_reg_rd,
    input   [32-1:0]   exmem_reg_wdata,
    input   [32-1:0]   wb_reg_wdata,
    output  [32-1:0]   alu_result,  
    output  [32-1:0]   mem_wdata    
);
reg     [32-1:0]   alu_result_reg;  
wire    [32-1:0]   operand1;
reg     [32-1:0]   operand2;
reg     [32-1:0]   forwarding_rs1;
reg     [32-1:0]   forwarding_rs2;
assign  alu_result  = alu_result_reg;
always @(*) begin
    if (exmem_reg_write == 1'b1 && 
        (exmem_reg_rd != 5'd0) &&
        (exmem_reg_rd == rs1)) begin
        forwarding_rs1  =   exmem_reg_wdata;
    end
    else if (memwb_reg_write == 1'b1 && 
            (memwb_reg_rd != 5'd0) &&
            (memwb_reg_rd == rs1)) begin
        forwarding_rs1  =   wb_reg_wdata;
    end
    else begin
        forwarding_rs1  =   reg_rdata1;
    end
end
always @(*) begin
    if (exmem_reg_write == 1'b1 && 
        (exmem_reg_rd != 5'd0) &&
        (exmem_reg_rd == rs2)) begin
        forwarding_rs2  =   exmem_reg_wdata;
    end
    else if (memwb_reg_write == 1'b1 && 
            (memwb_reg_rd != 5'd0) &&
            (memwb_reg_rd == rs2)) begin
        forwarding_rs2  =   wb_reg_wdata;
    end
    else begin
        forwarding_rs2  =   reg_rdata2;
    end
end
assign  operand1    = forwarding_rs1;
always @(*) begin
    if (alu_src == 1'b1) begin
        operand2    =   imm;
    end
    else begin
        operand2    =   forwarding_rs2;
    end
end
always @(*) begin
    case (alu_op)
        4'd0:   alu_result_reg  =   operand1 + operand2;
        4'd1:   alu_result_reg  =   operand1 - operand2;
        4'd2:   alu_result_reg  =   operand1 & operand2;
        4'd3:    alu_result_reg  =   operand1 | operand2;
        4'd4:   alu_result_reg  =   operand1 ^ operand2;
        4'd5:   alu_result_reg  =   operand1 << operand2[4:0];
        4'd6:   alu_result_reg  =   operand1 >> operand2[4:0];
        4'd7:   alu_result_reg  =   (operand1 >> operand2[4:0]) | 
                                ({32{operand1[31]}} << (32 - operand2[4:0]));
        4'd8:    begin
                    alu_result_reg  =   ({~operand1[31],operand1[30:0]} <
                                        {~operand2[31],operand2[30:0]});
        end
        4'd9:   alu_result_reg  =   (operand1 < operand2);
        4'd14: begin
            if (branch_jump) begin
                    alu_result_reg  =   pc + 4;          
            end
            else begin
                    alu_result_reg  =   pc + operand2;   
            end
        end
        default :   alu_result_reg  =   32'h00000000;
    endcase
end
assign  mem_wdata   = forwarding_rs2;
endmodule
</file>
<file path="design/flow/config.mk">
export PLATFORM = sky130hd
export DESIGN_NAME = execution
export DESIGN_NICKNAME = execution
export VERILOG_FILES = /design/flow/design.v
export SDC_FILE = /design/flow/constraint.sdc
export NUM_CORES = 4
export LEC_CHECK = 1
export CORE_UTILIZATION = 30
export SYNTH_HDL_FRONTEND = slang
</file>
<file path="design/flow/constraint.sdc">
current_design execution

set clk_period 36.2
set clk_io_pct 0.2

create_clock -name clk0 -period $clk_period

set non_clock_inputs [all_inputs -no_clocks]
set_input_delay [expr $clk_period * $clk_io_pct] -clock clk0 $non_clock_inputs
set_output_delay [expr $clk_period * $clk_io_pct] -clock clk0 [all_outputs]
</file>
==> flow_metrics.env <==
# implementation run metrics
export IMPL_seqPwrFrac=0
export IMPL_yosys_top_cells_count="nand2_1 (221), o21ai_0 (217), nand3_1 (153)"
export IMPL_fin_setup_tns_ps=0
export IMPL_syn_avg_cell_area_sq_um=6.29
export IMPL_syn_cell_area_sq_um=13000
export IMPL_num_vias=18372
export IMPL_switchingPower_mw=0.229
export IMPL_path_max_fanout=55
export IMPL_power_share_combinational=1.000
export IMPL_cp_end_kind="primary output"
export IMPL_detail_route_wl_per_cell_microns=30.3
export IMPL_pwr_share_clk=0
export IMPL_period_needed_ps=21790
export IMPL_core_sq_um=42300
export IMPL_grtUsageMet3=0.0695
export IMPL_ys_seq_share=0
export IMPL_drtIter0Drc=1908
export IMPL_grt_max_degree=59
export IMPL_ff_count=0
export IMPL_ir_drop_mv=0.0117
export IMPL_internal_power_mw=0.134
export IMPL_path_class="in2out"
export IMPL_post_cts_buffers=0
export IMPL_holdPathEnd="mem_wdata[27]"
export IMPL_ctsHoldBuffers=0
export IMPL_cp_required_ps=28960
export IMPL_fp_dieH_microns=210
export IMPL_fp_util=0.307
export IMPL_p_leak_nw=6.49
export IMPL_first_global_vias=17097
export IMPL_ant_nets=0
export IMPL_setup_viol=0
export IMPL_status="finished clean"
export IMPL_netSwitchingFraction=0.630
export IMPL_grt_pass1_wl_mm=124
export IMPL_grt_use_total=0.394
export IMPL_startpoint_type="primary input"
export IMPL_finalClockPeriodUsage=0.602
export IMPL_antenna_found_initial=8
export IMPL_fin_util=0.398
export IMPL_slew_viol_final=0
export IMPL_worst_slew_pin_slew_ps=1140
export IMPL_rows=75
export IMPL_ys_cells=2066
export IMPL_dp_hpwl_mm=71.6
export IMPL_hold_depth=4
export IMPL_yosys_cell_types_count=89
export IMPL_nClkBuffers=0
export IMPL_met1_usage=0.524
export IMPL_largest_area_cell="ha_1"
export IMPL_wl_mm=87.8
export IMPL_holdCritStartpoint="exmem_reg_wdata[27]"
export IMPL_yosys_warnings=0
export IMPL_synth_chip_area_sq_um=13000
export IMPL_cellPowerDensity_nw_per_um2=21.6
export IMPL_hold_viol_final=0
export IMPL_gp_congestion=1.07
export IMPL_min_path_type="in2out"
export IMPL_grt_busiest_layer="met2"
export IMPL_overflow=0
export IMPL_pin_count=284
export IMPL_rsz0062_at_grt="false"
export IMPL_max_freq_mhz=45.9
export IMPL_drive_above_1_share=0.0679
export IMPL_syn_instance_count=2066
export IMPL_cts_resized=0
export IMPL_max_cap_viol_count=0
export IMPL_dr_pass1_iters=6
export IMPL_drc=0
export IMPL_ff_latch_area_sq_um=0
export IMPL_vias_per_cell=6.35
export IMPL_relSlewSlack=0.237
export IMPL_use_met2=0.602
export IMPL_warnings=117
export IMPL_die_x_microns=210
export IMPL_dieArea_sq_um=44200
export IMPL_yosysMostFrequentCell="nand2_1"
export IMPL_syn2layout_area_growth_pct=29.5
export IMPL_synth_top_area_share=0.143
export IMPL_synthTopCellsByArea="ha_1 (14%), o21ai_0 (8.4%), nand2_1 (6.4%), nand3_1 (5.9%), a21oi_1 (5.5%)"
export IMPL_io_buffers=284
export IMPL_cp_arrival_ps=14550
-- worst max-delay path by stage --
stage	slack, ps	start	endpoint	depth (start not counted)
4_1_cts	14670	exmem_reg_rd[1]	alu_result[12]	22
5_1_grt	14090	exmem_reg_rd[1]	alu_result[21]	20
6_report	14410	exmem_reg_rd[1]	alu_result[12]	22
-- per-stage QoR --
stage	setup WS, ps	instance area, sq um	instances	power, mW	hold slack [ps]
6_report	14410	16800	2894	0.363	15480
3_3_place_gp	14770	16800	2890	0.356	15480
2_1_floorplan	16410	13000	2066	0.187	14530
4_1_cts	14670	16800	2890	0.354	15480
5_1_grt	14090	16800	2890	0.384	15520
3_5_place_dp	14710	16800	2890	0.352	15470
-- placed cells by master, fill, tap and decap left out, types with 57 or more instances in the layout --
master / instances
a21oi_1: 143
a31oi_1: 62
buf_4: 100
clkdlybuf4s50_1: 284
ha_1: 149
inv_1: 107
mux2i_1: 57
nand2_1: 221
nand3_1: 153
nor2_1: 134
nor3_1: 74
o21ai_0: 217
-- power by group through the flow --
stage	clock network (mW)	logic, mW	registers, mW
6_report	0.00000000178	0.363	0
5_1_grt	0	0.384	0
4_1_cts	0	0.354	0
-- area by class of cell --
type / instances / area (sq um)
diodes: 4 / 10.0
fillers: 4555 / 25500
inverters: 111 / 417
multi-input cells: 1818 / 12100
well taps: 577 / 722
repair buffers: 384 / 3590
-- kinds of logic (layout without fill, tap and decap cells) --
group,count (synthesis),count (layout),synth area share
other cells,0,4,0
compound gates,790,790,0.400
xor+xnor,82,82,0.0552
simple gates,720,720,0.262
buf+inv,248,495,0.0742
mux,74,74,0.0612
fa+ha+maj,152,152,0.148
-- per-layer routing --
layer | vias to the layer above | share of wire | routed length (microns)
met1 | 8801 | 0.41 | 36100
met2 | 1002 | 0.44 | 38400
li1 | 8339 | - | -
met3 | 226 | 0.083 | 7270
met5 | - | 0.00031 | 27
met4 | 4 | 0.069 | 6050
-- critical path, stage by stage --
cell and delay (ps):
clkdlybuf4s50_1 520, or4_4 620, o211ai_4 300, nor2_4 60, buf_4 280, o31a_1 360
buf_4 230, nor2_1 520, inv_1 340, ha_1 310, fa_1 430, a21oi_1 270
o211ai_1 180, a221oi_1 710, o21ai_0 220, xor2_1 180, o211a_1 280, a311oi_1 280
o311ai_0 240, buf_4 210, or3_1 340, clkdlybuf4s50_1 410
No activity file was given, so power comes from the tool's default toggle rates.

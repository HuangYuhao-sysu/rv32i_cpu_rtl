**design/flow/design.v**
```verilog
`timescale 1ns / 1ps
module id_branch_jump (
    input                       alu_src,
    input   [4-1:0]  alu_op,
    input                       branch_jump,
    input   [32-1:0]     current_pc,
    input                       id_reg_read1,
    input   [5-1:0]  id_reg_rs1,
    input   [5-1:0]  id_reg_rs2,
    input   [5-1:0]  exmem_reg_dest,
    input   [5-1:0]  memwb_reg_dest,
    input                       exmem_reg_write,
    input                       memwb_reg_write,
    input   [32-1:0]   exmem_reg_wdata,
    input   [32-1:0]   wb_reg_wdata,
    input   [32-1:0]   reg_rdata1,
    input   [32-1:0]   reg_rdata2,
    input   [32-1:0]   imm,
    output  [32-1:0]     target_pc,
    output                      flush_pipeline,
    output                      pc_src
);
reg     [32-1:0]     target_pc_reg;
reg                         flush_pipeline_reg;
reg                         pc_src_reg;
wire    [32-1:0]   operand1;
reg     [32-1:0]   operand2;
reg     [32-1:0]   forwarding_rs1;
reg     [32-1:0]   forwarding_rs2;
reg     [32-1:0]   alu_result;
reg                         branch_flag;
assign target_pc        = target_pc_reg;
assign flush_pipeline   = flush_pipeline_reg;
assign pc_src           = pc_src_reg;
always @(*) begin
    if (exmem_reg_write == 1'b1 && 
        (exmem_reg_dest != 5'd0) &&
        (exmem_reg_dest == id_reg_rs1)) begin
        forwarding_rs1  =   exmem_reg_wdata;
    end
    else if (memwb_reg_write == 1'b1 && 
            (memwb_reg_dest != 5'd0) &&
            (memwb_reg_dest == id_reg_rs1)) begin
        forwarding_rs1  =   wb_reg_wdata;
    end
    else begin
        forwarding_rs1  =   reg_rdata1;
    end
end
always @(*) begin
    if (exmem_reg_write == 1'b1 && 
        (exmem_reg_dest != 5'd0) &&
        (exmem_reg_dest == id_reg_rs2)) begin
        forwarding_rs2  =   exmem_reg_wdata;
    end
    else if (memwb_reg_write == 1'b1 && 
            (memwb_reg_dest != 5'd0) &&
            (memwb_reg_dest == id_reg_rs2)) begin
        forwarding_rs2  =   wb_reg_wdata;
    end
    else begin
        forwarding_rs2  =   reg_rdata2;
    end
end
assign operand1 = forwarding_rs1;
always @(*) begin
    if (alu_src == 1'b1) begin
        operand2    =   imm;
    end
    else begin
        operand2    =   forwarding_rs2;
    end
end
always @(*) begin
    case (alu_op)
        4'd10:    branch_flag =   (operand1 == operand2);
        4'd11:   branch_flag =   (operand1 != operand2);
        4'd8:    begin    
                    branch_flag =   ({~operand1[31],operand1[30:0]} <
                                    {~operand2[31],operand2[30:0]});
        end
        4'd12:    begin    
                    branch_flag =   ({~operand1[31],operand1[30:0]} >=
                                    {~operand2[31],operand2[30:0]});
        end
        4'd9:   branch_flag =   (operand1 < operand2);
        4'd13:   branch_flag =   (operand1 >= operand2);
        default :   branch_flag =   1'b0;
    endcase
end
always @(*) begin
    if (branch_jump == 1'b1) begin
        if (alu_op == 4'd14 && id_reg_read1 == 1'b1) begin
            target_pc_reg   =   (operand1 + imm) & 32'hfffffffe;
        end
        else begin
            target_pc_reg   =   current_pc + imm;
        end
    end
    else begin
        target_pc_reg   =   32'h00000000;
    end
end
always @(*) begin
    if (branch_jump == 1'b1) begin
        if (alu_op == 4'd14) begin
            flush_pipeline_reg  =   1'b1;       
        end
        else begin
            flush_pipeline_reg  =   branch_flag;     
        end
    end
    else begin
        flush_pipeline_reg  =   1'b0;
    end
end
always @(*) begin
    if (branch_jump == 1'b1) begin
        if (alu_op == 4'd14) begin
            pc_src_reg  =   1'b1;   
        end
        else begin
            pc_src_reg  =   branch_flag;     
        end
    end
    else begin
        pc_src_reg  =   1'b0;
    end
end
endmodule
```
**design/flow/run.sh**
```bash
#!/bin/bash
# OpenROAD 26Q1-2900-gdf79404cd8, Yosys 0.63+post, stock flow scripts
make -C /OpenROAD-flow-scripts/flow DESIGN_CONFIG=/design/flow/config.mk WORK_HOME=/design/flow/orfs finish
```
**design/flow/config.mk**
```make
export PLATFORM = sky130hd
export DESIGN_NAME = id_branch_jump
export DESIGN_NICKNAME = id_branch_jump
export VERILOG_FILES = /design/flow/design.v
export SDC_FILE = /design/flow/constraint.sdc
export NUM_CORES = 4
export LEC_CHECK = 1
export CORE_UTILIZATION = 40
export SYNTH_HDL_FRONTEND = slang
```
**design/flow/constraint.sdc**
```tcl
current_design id_branch_jump

set clk_period 27.1
set clk_io_pct 0.2

create_clock -name clk0 -period $clk_period

set non_clock_inputs [all_inputs -no_clocks]
set_input_delay [expr $clk_period * $clk_io_pct] -clock clk0 $non_clock_inputs
set_output_delay [expr $clk_period * $clk_io_pct] -clock clk0 [all_outputs]
```
==> Flow_metrics.wiki <==
=== Physical design figures ===
{| class="wikitable"
! Metric !! Value
|-
| Core area || 14640 um^2
|-
| Final worst-path cycle share || 0.5988
|-
| FF+latch count || 0
|-
| Max_slew headroom || 0.5233
|-
| Worst min-delay path category || in2out
|-
| Critical path arrival || 10810 ps
|-
| Total area of sequential cells || 0 um^2
|-
| Startpoint-to-endpoint class of the critical path || in2out
|-
| Row count || 44
|-
| CP Capture Type || primary output
|-
| Max-slew violation count || 0
|-
| Setup repair after global routing missed its margin || no
|-
| # hold bufs at CTS || 0
|-
| Count of buffers from port buffering || 255
|-
| Setup crit start kind || input port
|-
| Vias in the first global route || 7076
|-
| Area of the multi-input gates || 5836 um^2
|-
| First-pass GRT wire length || 36.59 mm
|-
| Die Wd || 125.1 um
|-
| Chip area line of the yosys report || 6063 um^2
|-
| Area Overhead vs Synth || 44.59%
|-
| Worst slew pin tran || 713.4 ps
|-
| Tool warnings || 34
|-
| Leakage power total || 3.687 nW
|-
| Effective utilization at floorplan || 0.4140
|-
| Final routed wire length divided by cell count || 17.92 um
|-
| Largest net degree at the start of global routing || 65
|-
| Final hold vios || 0
|-
| Synthesized area per cell || 6.836 um^2
|-
| Number of top-level design ports || 255
|-
| Clk_buf instances || 0
|-
| Routability congestion estimate || 0.9811
|-
| Number of cells upsized or downsized after cts || 0
|-
| GR peak layer || met2
|-
| Required time reported for the critical path endpoint || 21680 ps
|-
| Power density over cell area || 20.95 nW/um^2
|-
| Wirelength, routed || 23.19 mm
|-
| Tally of max-capacitance violations || 0
|-
| Drt first pass iters || 15
|-
| Area of the mapped netlist || 6063 um^2
|-
| Initial antenna violation count || 0
|-
| Overall global routing resource usage || 0.2954
|-
| Fraction of layout cells with a size suffix above 1 || 0.02432
|-
| Count of unresolved DRC violations after routing || 0
|-
| Total cells reported by yosys after synthesis || 887
|-
| HPWL Detailed || 19.84 mm
|-
| Met1 track demand over resource || 0.4302
|-
| Maximum clock rate || 61.63 MHz
|-
| Count of final setup violators || 0
|-
| Crit-path max FO || 18
|-
| Core utilization of the finished layout || 0.5987
|-
| Number of vias per cell after detailed routing || 5.721
|-
| Die area || 15660 um^2
|-
| Number of diodes || 0
|-
| Met3 Resource Use GR || 0.03009
|-
| Detailed Route Iter0 Violations || 599
|-
| Status || complete, no violations
|-
| Antenna-violating nets left || 0
|-
| Detailed-route via count || 7403
|-
| Warning count from the yosys run || 0
|-
| Post-synthesis sequential area ratio || 0
|-
| Number of buffers added for setup after CTS || 0
|-
| Highest ir drop seen on vdd || 9.716 uV
|-
| Post-Synthesis Cells || 887
|-
| Count of different cell masters after synthesis || 60
|-
| Met2 usage || 0.4857
|-
| Filler cell count in the final layout || 1433
|-
| Remaining global-route overflow || 0
|-
| Setup TNS || 0 ps
|-
| Die H || 125.1 um
|-
| Fin crit period || 16230 ps
|}
[power breakdown]
group          internal, mW  switching, mW  leakage (nW)
registers                 0              0             0
logic                0.0953         0.0883          3.69
clock network             0              0             0
total                0.0953         0.0883          3.69
[cell usage after synthesis, types with 2 or more instances]
cell	n	area [um^2]
sky130_fd_sc_hd__o311ai_0	3	26.28
sky130_fd_sc_hd__o21a_1	8	60.06
sky130_fd_sc_hd__or3_1	6	37.54
sky130_fd_sc_hd__ha_1	94	1176
sky130_fd_sc_hd__nor4_1	2	12.51
sky130_fd_sc_hd__a21o_1	38	285.3
sky130_fd_sc_hd__inv_1	23	86.33
sky130_fd_sc_hd__a31o_2	2	17.52
sky130_fd_sc_hd__or4_1	3	22.52
sky130_fd_sc_hd__nand4_1	20	125.1
sky130_fd_sc_hd__o21bai_1	11	82.58
sky130_fd_sc_hd__a221oi_1	2	17.52
sky130_fd_sc_hd__a211o_1	2	17.52
sky130_fd_sc_hd__nor2_1	73	274.0
sky130_fd_sc_hd__nor3_1	5	25.02
sky130_fd_sc_hd__buf_2	2	10.01
sky130_fd_sc_hd__a211oi_1	46	345.3
sky130_fd_sc_hd__and4_1	2	17.52
sky130_fd_sc_hd__buf_1	3	11.26
sky130_fd_sc_hd__o211ai_1	4	30.03
sky130_fd_sc_hd__o21ai_1	3	15.01
sky130_fd_sc_hd__fa_1	2	40.04
sky130_fd_sc_hd__or2_2	2	12.51
sky130_fd_sc_hd__a21oi_1	116	580.6
sky130_fd_sc_hd__nand3_1	11	55.05
sky130_fd_sc_hd__o221ai_1	2	17.52
sky130_fd_sc_hd__xnor2_1	40	350.3
sky130_fd_sc_hd__clkbuf_1	35	131.4
sky130_fd_sc_hd__mux2i_1	63	630.6
sky130_fd_sc_hd__xor2_1	34	297.8
sky130_fd_sc_hd__a31oi_1	5	31.28
sky130_fd_sc_hd__o21ai_0	75	375.4
sky130_fd_sc_hd__a21boi_0	5	37.54
sky130_fd_sc_hd__nor2b_1	9	56.30
sky130_fd_sc_hd__nand2_1	84	315.3
sky130_fd_sc_hd__o22ai_1	14	87.58
sky130_fd_sc_hd__and3_1	7	43.79
sky130_fd_sc_hd__o31a_1	2	17.52
sky130_fd_sc_hd__nand2b_1	6	37.54
sky130_fd_sc_hd__and2_1	3	18.77
[worst paths after layout]
| check | from | endpoint | slack [ps] | depth (start not counted) |
|---|---|---|---|---|
| worst min-delay path | alu_op[3] | flush_pipeline | 11790 | 4 |
| worst max-delay path | memwb_reg_dest[4] | target_pc[26] | 10870 | 20 |
[layer usage]
layer	share of wire	wire length, um
met5	0	0
met4	0.011	252
met3	0.068	1580
met2	0.45	10520
met1	0.47	10840
[critical path, stage by stage]
cell and delay, ps:
sky130_fd_sc_hd__clkdlybuf4s50_1 520, sky130_fd_sc_hd__xnor2_1 140, sky130_fd_sc_hd__nand4_1 220, sky130_fd_sc_hd__nor2_4 510, sky130_fd_sc_hd__buf_4 440, sky130_fd_sc_hd__mux2i_1 130, sky130_fd_sc_hd__o21ai_0 350, sky130_fd_sc_hd__inv_1 120
sky130_fd_sc_hd__fa_1 440, sky130_fd_sc_hd__nor2b_1 120, sky130_fd_sc_hd__o21ai_0 80, sky130_fd_sc_hd__nand2b_1 120, sky130_fd_sc_hd__a21oi_1 100, sky130_fd_sc_hd__o21ai_1 500, sky130_fd_sc_hd__a211oi_1 220, sky130_fd_sc_hd__o21ai_0 340
sky130_fd_sc_hd__a21boi_0 160, sky130_fd_sc_hd__xor2_1 160, sky130_fd_sc_hd__o22ai_1 180, sky130_fd_sc_hd__clkdlybuf4s50_1 510
[layout make-up]
class	count	area share
Inverter	23	0.009847
Multi-Input combinational cell	823	0.6656
Tap cell	184	0.02626
Timing Repair Buffer	264	0.2983
[cells by family after synthesis]
family                     after synthesis  share of synthesized area
AOI/OAI and AO/OA                      353                     0.3659
xor gates and xnor gates                74                     0.1069
adders and majority gates               96                     0.2006
buffers and inverters                   64                    0.04065
muxes                                   65                     0.1083
and+or+nand+nor                        235                     0.1777
[per-stage QoR]
stage	hold slack, ps	setup WS [ps]	power (mW)	cell area (um^2)	cells
2_1_floorplan	10900	12630	0.1042	6063	887
5_1_grt	11880	10530	0.2026	8767	1294
3_5_place_dp	11790	10930	0.1815	8767	1294
4_1_cts	11800	10920	0.1827	8767	1294
3_3_place_gp	11780	11070	0.1821	8767	1294
6_report	11790	10870	0.1836	8767	1294
[layout by cell type (no fill, tap or decap), types with 7 or more instances in the layout]
cell / count
sky130_fd_sc_hd__a211oi_1: 46
sky130_fd_sc_hd__a21o_1: 38
sky130_fd_sc_hd__a21oi_1: 116
sky130_fd_sc_hd__and3_1: 7
sky130_fd_sc_hd__buf_4: 9
sky130_fd_sc_hd__clkdlybuf4s50_1: 254
sky130_fd_sc_hd__ha_1: 94
sky130_fd_sc_hd__inv_1: 23
sky130_fd_sc_hd__mux2i_1: 63
sky130_fd_sc_hd__nand2_1: 84
sky130_fd_sc_hd__nand3_1: 10
sky130_fd_sc_hd__nand4_1: 20
sky130_fd_sc_hd__nor2_1: 72
sky130_fd_sc_hd__nor2b_1: 9
sky130_fd_sc_hd__o21a_1: 8
sky130_fd_sc_hd__o21ai_0: 75
sky130_fd_sc_hd__o21bai_1: 11
sky130_fd_sc_hd__o22ai_1: 14
sky130_fd_sc_hd__xnor2_1: 40
sky130_fd_sc_hd__xor2_1: 34
Power is estimated from default activity; no workload was simulated.

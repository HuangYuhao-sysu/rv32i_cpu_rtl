`./run.sh`:
```
#!/bin/bash
# OpenROAD 26Q1-2900-gdf79404cd8, Yosys 0.63+post, stock flow scripts
make -C /OpenROAD-flow-scripts/flow DESIGN_CONFIG=/design/flow/config.mk WORK_HOME=/design/flow/orfs finish
```
`./config.mk`:
```
export PLATFORM = sky130hd
export DESIGN_NAME = regfile
export DESIGN_NICKNAME = regfile
export VERILOG_FILES = /design/flow/design.v
export SDC_FILE = /design/flow/constraint.sdc
export NUM_CORES = 4
export LEC_CHECK = 1
export CORE_UTILIZATION = 40
export SYNTH_HDL_FRONTEND = slang
```
`./constraint.sdc`:
```
current_design regfile

set clk_period 7.4
set clk_io_pct 0.2

create_clock -name clk0 -period $clk_period [get_ports {clk}]

set non_clock_inputs [all_inputs -no_clocks]
set_input_delay [expr $clk_period * $clk_io_pct] -clock clk0 $non_clock_inputs
set_output_delay [expr $clk_period * $clk_io_pct] -clock clk0 [all_outputs]
```
`./design.v`:
```
`timescale 1ns / 1ps
module regfile (
    input                       clk,     
    input                       rst_n,   
    input   [5-1:0]  rs1_addr,
    input   [5-1:0]  rs2_addr,
    input                       rs1_en,  
    input                       rs2_en,
    input   [5-1:0]  waddr,
    input   [32-1:0]   wdata,
    input                       wen,  
    output  [32-1:0]   rs1_data,
    output  [32-1:0]   rs2_data
);
reg [32-1:0]   regfile [0:32-1];
reg [32-1:0]   rs1_data_reg;
reg [32-1:0]   rs2_data_reg;
integer                 i;   
assign rs1_data = rs1_data_reg;
assign rs2_data = rs2_data_reg;
always @(posedge clk or negedge rst_n) begin
    if (rst_n == 1'd0) begin
        for ( i = 0; i < 32; i = i + 1) begin
            regfile[i] <= 32'h00000000;
        end
    end
    else if ((wen == 1'b1) && (waddr != 5'd0)) begin
        regfile[waddr] <= wdata;
    end
end
always @(*) begin
    if (rs1_en == 1'b1) begin
        if ((wen == 1'b1) && (waddr != 5'd0) && 
            (waddr == rs1_addr)) begin
            rs1_data_reg    =   wdata;
        end
        else begin
            rs1_data_reg    =   regfile[rs1_addr];
        end
    end
    else begin
        rs1_data_reg = 32'h00000000;
    end
end
always @(*) begin
    if (rs2_en == 1'b1) begin
        if ((wen == 1'b1) && (waddr != 5'd0) && 
            (waddr == rs2_addr)) begin
            rs2_data_reg    =   wdata;
        end
        else begin
            rs2_data_reg    =   regfile[rs2_addr];
        end
    end
    else begin
        rs2_data_reg = 32'h00000000;
    end
end
endmodule
```
==> reports/qor.csv <==
stage,metric,value,unit
cts,numClockSinks,1024,
timing,tns,0,ps
worst_hold_path,hold_start,regfile[1000],
critical_path,start_kind,input port,
place,dp_slack,1110,ps
run,drv_cap,0,
yosys,top_area_frac,0.451,
routing,first_pass_iters,5,
yosys,synthDistinctLibCells,63,
timing,worst_pin_slew,907,ps
cts,clk_pin_slew,60,ps
routing,drc,0,
cts,clkLatencyLatePin,760,ps
floorplan,chipHeight,379,µm
power,p_leak,27.9,nW
global_routing,grt_pass1_wl,288000,µm
yosys,yosys_warnings,0,
cts,clockBufferDepth,3,
final_layout,final_util,0.453,
critical_path,path_common_cell,clkdlybuf4s50_1,
worst_hold_path,hold-path-cell-count,0,
routing,vias,38600,
yosys,postSynthSeqShare,0.451,
cts,post_cts_resized,0,
cts,cts_hold_buf,0,
run,warning_count,38,
global_routing,antenna_found_initial,6,
critical_path,worstPathRequired,5920,ps
power,p_per_area,265,nW/µm²
yosys,ff_type,dfrtp_1,
cts,cts_buffers,115,
final_layout,top_regs,regfile x1024,
timing,setup_ws,1020,ps
floorplan,die_area,144000,µm²
routing,vias_per_cell,6.35,
critical_path,cp_slowest_cell,clkdlybuf4s50_1,
yosys,synth.area.top_cells,"dfrtp_1 (45%), mux2_2 (20%), mux4_2 (9.3%), mux2i_1 (8.9%), a221oi_1 (2.7%)",
critical_path,worstSetupPathType,in2out,
status,status,completed,
critical_path,crit_fanout,36,
final_layout,nFillCells,12400,
global_routing,grt_pass1_vias,39800,
worst_hold_path,min_to,regfile[1000],
worst_hold_path,hp-class,reg2reg,
critical_path,r2r_end,regfile[753],
floorplan,ioPinCount,116,
place,place_congestion,0.896,
yosys,synth.avg_cell_area,13.6,µm²
floorplan,core,140000,µm²
yosys,ys_chip_area,56800,µm²
timing,setup_violations,0,
final_layout,regMostFlops,regfile,
cts,cts_tree,done,
yosys,syn-cell-area,56800,µm²
timing,rsz0062_at_grt,no,
timing,fin_skew,0,ps
cts,htree_levels,3,
yosys,edf_count,0,
power,power.total,16.8,mW
yosys,ys_cells,4171,
place,port-buffer-count,115,
critical_path,worstRegToRegCells,1,
timing,hold_ws,397,ps
critical_path,worst_r2r_startpoint,regfile[753],
final_layout,drive_above_1_share,0.406,
yosys,synthCells,4171,
routing,drtAntennaViolNets,0,
final_layout,largest_reg_flops,1024,
critical_path,rrSetupSlack,6600,ps
timing,slew_headroom,0.388,
critical_path,crit_arrival,4900,ps
final_layout,syn_to_final_growth,11.9,%
critical_path,endpoint_kind,primary output,
floorplan,floorplanUtilization,0.405,
timing,slew_violations,0,
timing,hold_viol,0,
critical_path,cpLargestDelayFamily,buffers and inverters,
critical_path,crit_chain,clkdlybuf4s50_1 -> nor3_2 -> a21bo_2 -> or3_4 -> buf_4 -> o21ai_0 -> a31oi_1 -> clkdlybuf4s50_1,
routing,drt_first_iter_violations,2711,
timing,min_period_over_period,0.862,
critical_path,critical_path_buf_inv_count,3,
timing,fmax,157,MHz
critical_path,critPathMaxStageDelay,600,ps
routing,wl,197000,µm
global_routing,grt_overflow_total,0,
place,hpwlAfterDp,115000,µm
floorplan,rows,137,
floorplan,die_width,379,µm
power,vdd_drop_max,201,µV
yosys,synthArstFlopShare,1.00,
timing,finalWorstPathRequiredPeriod,6380,ps
cts,cts_setup_buffers,0,
global_routing,grt_max_degree,116,
cts,cts_root_buf,clkbuf_16,
yosys,synth_flops,1024,
global_routing,grtUsageTotal,0.293,
routing,wl_per_cell,32.4,µm
yosys,synth.largest_area_cell,dfrtp_1,
through the flow:
stage          instances  instance area (µm²)
2_1_floorplan       4171                56800
3_3_place_gp        5857                59500
3_5_place_dp        5857                59500
4_1_cts             6073                63500
5_1_grt             6074                63500
6_report            6076                63600
synth_stat cells (all sizes together), types with 6 or more instances:
| cell type | count |
|---|---|
| clkbuf | 260 |
| o311ai | 8 |
| a221o | 36 |
| o22ai | 6 |
| mux4 | 263 |
| nor3 | 24 |
| o221a | 12 |
| a21oi | 55 |
| xnor2 | 10 |
| or2 | 9 |
| o211ai | 13 |
| o21ai | 110 |
| nor2 | 88 |
| a21o | 25 |
| nand2 | 40 |
| o211a | 11 |
| a221oi | 189 |
| a211o | 16 |
| mux2i | 507 |
| dfrtp | 1024 |
| o31ai | 18 |
| o32a | 6 |
| buf | 216 |
| mux2 | 998 |
| a31oi | 31 |
| a22oi | 65 |
| nand3 | 40 |
| nand2b | 26 |
layer usage:
metal  share of wire  global-route usage  vias up
li1                -                   -    16000
met3            0.12               0.140      403
met1            0.40               0.412    20400
met2            0.44               0.417     1732
met5          0.0013             0.00892        -
met4           0.036              0.0825       14
kinds of logic after synthesis:
| logic type | share of synthesized area |
|---|---|
| xor+xnor | 0.00154 |
| buf+inv | 0.0468 |
| simple gates | 0.0212 |
| flops | 0.451 |
| compound gates | 0.0861 |
| mux | 0.393 |
power breakdown:
| group | internal, mW | leakage (nW) | switching, mW |
|---|---|---|---|
| registers | 6.65 | 13.1 | 0.735 |
| clock network | 3.62 | 2.00 | 2.47 |
| logic | 1.88 | 12.7 | 1.49 |
cells in the final DEF, fill, tap and decap left out, drive strengths merged, types with 5 or more instances in the layout:
cell type,instances
a311oi,5
xnor2,10
bufinv,14
nor3,24
or3,5
a221oi,189
dfrtp,1024
nand3,40
o211ai,13
a221o,36
nand2,40
mux4,263
a2bb2oi,5
clkbuf,167
o221a,12
o311ai,8
inv,13
o21ai,110
or2,9
buf,182
mux2,998
nor2,88
o32a,6
clkinv,29
a211oi,5
a21oi,55
a21o,25
o31ai,18
a22oi,65
o211a,11
mux2i,507
a211o,16
o22ai,6
a31oi,31
nand2b,26
clkdlybuf4s50,102
layout make-up:
cell class	instances	area (µm²)	share of cell area
Timing Repair Buffer	286	2710	0.0426
Clock inverter	51	694	0.0109
Antenna cell	3	7.51	0.000118
Sequential cell	1024	25600	0.403
Clock buffer	165	3340	0.0525
Multi-Input combinational cell	2664	28800	0.453
Inverter	7	31.3	0.000492
Tap cell	1876	2350	0.0369
how the worst max path moves through the flow:
stage,slack [ps],startpoint,cells past startpoint,to
4_1_cts,1090,waddr[2],8,rs1_data[6]
5_1_grt,900,waddr[2],8,rs1_data[6]
6_report,1020,waddr[2],8,rs1_data[6]
Power is estimated from default activity; no workload was simulated.
